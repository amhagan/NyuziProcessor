==> flow/design.v <==
module performance_counters
    #(parameter NUM_EVENTS = 1,
    parameter EVENT_IDX_WIDTH = $clog2(NUM_EVENTS),
    parameter NUM_COUNTERS = 2,
    parameter COUNTER_IDX_WIDTH = $clog2(NUM_COUNTERS))
    (input                                              clk,
    input                                               reset,
    input [NUM_EVENTS - 1:0]                            perf_events,
    input [NUM_COUNTERS - 1:0][EVENT_IDX_WIDTH - 1:0]   perf_event_select,
    output logic[NUM_COUNTERS - 1:0][63:0]              perf_event_count);
    always_ff @(posedge clk, posedge reset)
    begin : update
        if (reset)
        begin
            for (int i = 0; i < NUM_COUNTERS; i++)
                perf_event_count[i] <= 0;
        end
        else
        begin
            for (int i = 0; i < NUM_COUNTERS; i++)
            begin
                if (perf_events[perf_event_select[i]])
                    perf_event_count[i] <= perf_event_count[i] + 1;
            end
        end
    end
endmodule
==> flow/run.sh <==
#!/bin/bash
# OpenROAD 26Q1-2900-gdf79404cd8, Yosys 0.63+post, stock flow scripts
make -C /OpenROAD-flow-scripts/flow DESIGN_CONFIG=/design/flow/config.mk WORK_HOME=/design/flow/orfs finish
==> flow/config.mk <==
export PLATFORM = sky130hd
export DESIGN_NAME = performance_counters
export DESIGN_NICKNAME = performance_counters
export VERILOG_FILES = /design/flow/design.v
export SDC_FILE = /design/flow/constraint.sdc
export NUM_CORES = 4
export LEC_CHECK = 1
export CORE_UTILIZATION = 40
==> flow/constraint.sdc <==
current_design performance_counters

set clk_period 6.0
set clk_io_pct 0.2

create_clock -name clk0 -period $clk_period [get_ports {clk}]

set non_clock_inputs [all_inputs -no_clocks]
set_input_delay [expr $clk_period * $clk_io_pct] -clock clk0 $non_clock_inputs
set_output_delay [expr $clk_period * $clk_io_pct] -clock clk0 [all_outputs]
==> out/results.ini <==
[placed_design]
dpl.hpwl_um=9420
gp_congestion=0.856
dpl_cell_area_um2=7520
port_buffers=130

[yosys]
yosys_warnings=1
area_leaders=dfrtp_1 (53%), xnor2_1 (11%), xor2_1 (7.5%), nand3_1 (4.6%), nand4_1 (4.0%)
logic_family=simple AND/OR/NAND/NOR gates
synth_cell_types=37
syn_area_um2=5990
ys_sh_adder=0.00418
yosys.area_share.aoi=0
ys.flops=128
synthCells=538
synth.top_cell.area_share=0.535
yosysCellCount=538
ys_chip_area_um2=5990
yosysSeqAreaShare=0.535
edf_count=0
ys_sh_xor=0.184
ys_sh_mux=0.00376
async_flop_share=1.00
ff_type=dfrtp_1
simple_gate_share=0.260
syn_area_per_cell_um2=11.1
top_area_cell=dfrtp_1

[cts]
clk_path_buf_depth=2
clock_latency_ns=0.41
cts_tree=yes
clkTransAtPathRegs_ns=0.05
cts_htree_levels=4
cts.sinks=128
cts_made_buffers=17
postCtsHoldBufs=0
post-cts-setup-buffer-count=0
clockRootBuffer=clkbuf_16
cts_resized=0

[layout]
post-route-cell-area_um2=8110
most-common-layout-cells=clkdlybuf4s50_1 (130), dfrtp_1 (128), xnor2_1 (75)
regMostFlops=perf_event_count
layout-drive-gt1-share=0.0815
final_core_util=0.556
largestRegisters=perf_event_count x128
area_delta_synth_final_pct=35.5
layout_top_cell=clkdlybuf4s50_1
nFillCells=1172
largest_register_ffs=128

[floorplanning]
chipArea_um2=15500
die_h_um=124
ios=135
fp-utilization=0.410
die_w_um=124
core_area_um2=14600
rows=44

[routing]
drcViolationCount=0
drtAntennaViolNets=0
routed_via_density=5.20
diodes=0
first_iter_violations=199
vias=4590
wire_per_inst_um=15.3
firstDrtPassIters=4
wl_um=13500

[setup_path]
arrival_ns=3.73
slowest_delay_ns=0.79
path_max_fanout=12
worstSetupEndpointType=register
startpoint_type=input port
r2r_slack_ns=3.77
critPathSlowestCell=clkdlybuf4s50_1
path_class=in -> reg
path_cells=clkdlybuf4s50_1 > nand3_1 > nor4_4 > nand4_1 > nor3_1 > xor2_1
cp.required_ns=6.34

[sta]
max_freq_ghz=0.295
finalHoldViolCount=0
setup_violations=0
fin_crit_ns=3.39
maxSlewHeadroom=0.555
rsz0062_at_grt=false
tightest_slew_ns=0.667
fin_skew_ns=0.00559
fin_setup_tns_ns=0
slew_viol_final=0
whs_ns=0.468
fin_crit_sh=0.566

[power_and_ir_drop]
p_int_uw=1690
cellPowerDensity_nw_per_um2=268
worst_ir_drop_vdd_v=0.000179
p_leak_uw=0.00360
seq_power_share=0.450
power.total_uw=2170
pwr-share-comb=0.081
p_sw_frac=0.222
power_frac_clock=0.469
power.switching_uw=482

[grt]
grt_pass1_wl_um=23200
grt_max_degree=54
grt_overflow=0
grt_pass1_vias=4401
track_usage=0.190
antenna_found_initial=0

[hold_path]
hold_path_class=reg -> reg

[outcome]
status=completed

[flow_run]
maxCapViolations=0
warnings=29

-- Yosys cell counts, types with 2 or more instances --
master and n:
nand4_1 38, xnor2_1 75, nor4_2 3, ha_1 2
and3_1 12, and4_1 10, nor2_1 42, mux2_2 2
dfrtp_1 128, nor3_1 22, nor4_4 5, nor4_1 9
nand4_4 3, inv_1 15, xor2_1 51, nand4_2 3
buf_2 2, nand3_1 55, nand2_1 41, and4_2 3
-- final timing paths --
kind	startpoint	endpoint	cells after the start
max	perf_events[0]	perf_event_count[39]$_DFFE_PP0P_	6
min	perf_event_count[127]$_DFFE_PP0P_	perf_event_count[127]$_DFFE_PP0P_	1
max reg2reg	perf_event_count[0]$_DFFE_PP0P_	perf_event_count[56]$_DFFE_PP0P_	6
min reg2reg	perf_event_count[127]$_DFFE_PP0P_	perf_event_count[127]$_DFFE_PP0P_	1
max in group asynchronous	reset	perf_event_count[13]$_DFFE_PP0P_	3
min in group asynchronous	reset	perf_event_count[127]$_DFFE_PP0P_	2
-- power groups by stage --
stage / Clock (µW) / Combinational [µW] / Sequential [µW]
after CTS: 1040 / 182 / 979
final: 1020 / 176 / 978
after global routing: 1090 / 198 / 987
-- area by class of cell --
class / instances / area [µm²] / share of cell area
multi-input combinational: 391 / 2710 / 0.334
sequential: 128 / 3200 / 0.395
clock buffer: 27 / 513 / 0.0632
timing repair buffer: 133 / 1320 / 0.163
tap: 184 / 230 / 0.0284
inverter: 15 / 58.8 / 0.00725
clock inverter: 5 / 75.1 / 0.00925
-- cells by family after synthesis --
kind of cell | count (synthesis)
flops | 128
buf+inv | 19
simple gates | 261
fa+ha+maj | 2
mux | 2
xor+xnor | 126
-- routing by layer --
layer,vias up,track usage,wire length [µm]
li1,2195,-,-
met1,2252,0.300,6220
met2,128,0.279,6250
met3,15,0.0547,882
met4,0,0.0213,164
met5,-,0,0
-- through the flow --
step | setup WS [ns] | instances
floorplan | 1.39 | 538
global placement | 2.21 | 851
detailed placement | 2.18 | 851
CTS | 2.62 | 883
global route | 2.44 | 883
finish | 2.61 | 883
-- worst max-delay path, delay by kind of cell --
family	cells	cell delay, ns
XOR/XNOR	1	0.17
buffers and inverters	1	0.79
AND/OR/NAND/NOR	4	1.55
Power figures rest on the tool's default switching activity, not on a simulated workload.
