**design/flow/run.sh**
```bash
#!/bin/bash
# OpenROAD 26Q1-2900-gdf79404cd8, Yosys 0.63+post, stock flow scripts
make -C /OpenROAD-flow-scripts/flow DESIGN_CONFIG=/design/flow/config.mk WORK_HOME=/design/flow/orfs finish
```
**design/flow/config.mk**
```make
export PLATFORM = sky130hd
export DESIGN_NAME = uart_transmit
export DESIGN_NICKNAME = uart_transmit
export VERILOG_FILES = /design/flow/design.v
export SDC_FILE = /design/flow/constraint.sdc
export NUM_CORES = 4
export LEC_CHECK = 1
export CORE_UTILIZATION = 30
```
**design/flow/constraint.sdc**
```tcl
current_design uart_transmit

set clk_period 6.5
set clk_io_pct 0.2

create_clock -name clk0 -period $clk_period [get_ports {clk}]

set non_clock_inputs [all_inputs -no_clocks]
set_input_delay [expr $clk_period * $clk_io_pct] -clock clk0 $non_clock_inputs
set_output_delay [expr $clk_period * $clk_io_pct] -clock clk0 [all_outputs]
```
**design/flow/design.v**
```verilog
module uart_transmit
    #(parameter DIVISOR_WIDTH = 16)
    (input                        clk,
    input                         reset,
    input[DIVISOR_WIDTH - 1:0]    clocks_per_bit,
    input                         tx_en,
    output logic                  tx_ready,
    input[7:0]                    tx_char,
    output logic                  uart_tx);
    localparam START_BIT = 1'b0;
    localparam STOP_BIT = 1'b1;
    logic[9:0] tx_shift;
    logic[3:0] shift_count;
    logic[DIVISOR_WIDTH - 1:0] next_edge_clocks;
    logic transmit_active;
    assign transmit_active = shift_count != 0;
    assign uart_tx = transmit_active ? tx_shift[0] : 1'b1;
    assign tx_ready = !transmit_active;
    always_ff @(posedge clk, posedge reset)
    begin
        if (reset)
        begin
            next_edge_clocks <= '0;
            shift_count <= '0;
            tx_shift <= '0;
        end
        else
        begin
            if (transmit_active)
            begin
                if (next_edge_clocks == 0)
                begin
                    shift_count <= shift_count - 4'd1;
                    tx_shift <= {1'b0, tx_shift[9:1]};
                    next_edge_clocks <= clocks_per_bit;
                end
                else
                    next_edge_clocks <= next_edge_clocks - DIVISOR_WIDTH'(1);
            end
            else if (tx_en)
            begin
                shift_count <= 4'd10;
                tx_shift <= {STOP_BIT, tx_char, START_BIT};
                next_edge_clocks <= clocks_per_bit;
            end
        end
    end
endmodule
```
==> out/qor.txt <==
Fin. max-slew vios -> 0
Clock latency (worst-skew pair) -> 280 ps
Vias per Instance -> 5.23
Synth Seq Share -> 0.445
Min Tclk post-route -> 3450 ps
GRT Util Overall -> 0.148
RSZ-0062 raised after global routing -> false
Flip-flops with a built-in enable -> 0
Share of flip-flops with an asynchronous set or reset -> 1.00
Clock power share -> 0.426
Post-synth top flop -> dfrtp_1
Clock Path Buffers -> 2
Initial drt markers -> 104
CTS HTree Levels -> 2
CTS tree -> done
Overflow after GRT -> 0
HP Start -> tx_shift[1]$_DFFE_PP0P_
Sw frac -> 0.243
Main area contributors -> dfrtp_1, nand2_1, mux2i_1
Clk root buf -> clkbuf_8
Setup violators final -> 0
Drt first pass iters -> 6
Pin count of the biggest net entering global routing -> 31
Clock Pin Slew Worst Setup and Hold Paths -> 70 ps
Final Cycle Share -> 0.531
Synth flops -> 30
Final WL -> 3.94 mm
Count of tool warnings -> 26
Final critical-path setup slack -> 3050 ps
Hold Path Cell Cnt -> 2
YS warnings -> 1
Die height -> 77.0 um
Final ANT Viol Nets -> 0
Worst Hold Margin -> 487 ps
WP data required -> 5200 ps
Sw Pwr -> 134 uW
Final Non-Filler Cells -> 284
Critical Path End Type -> output pin
# Post-CTS Setup Buffers -> 0
Total power draw -> 550 uW
Combinational share of power -> 0.141
Avg Inst Size Synth -> 9.27 um^2
Internal power -> 416 uW
Post-Route Setup TNS -> 0 ps
Final Hold Viols -> 0
Top post-synthesis cells by count -> dfrtp_1, nand2_1, nor2_1, o21ai_1, a21oi_1
Critical path's top delay family -> buffers and inverters
Buffers & Inverters on Critical Path -> 3
Largest type area fraction -> 0.445
Die Size -> 5930 um^2
Die Width -> 77.0 um
First-pass GRT wire length -> 6.91 mm
Post-DP HPWL -> 2.81 mm
Slew headroom -> 0.573
CTS resizes -> 0
Critical path depth in cells -> 6
Register share of total power -> 0.433
Core area -> 5270 um^2
PwrDens -> 252 nW/um^2
Num Clock Sinks -> 30
Chip area in the Yosys report -> 1690 um^2
Distinct cells, synth -> 44
Yosys top cell by area -> dfrtp_1
Global placement routability congestion -> 0.936
Dpl cells -> 276
CP max FO -> 19
Share of cells above drive strength 1 -> 0.0888
ANT cells -> 0
Number of standard cells reported by yosys -> 182
IO Pins -> 29
Hold buffer count at cts -> 0
Via count -> 1486
Worst path cell trace -> inv_1, ha_1, nand2_1, inv_2, or2_2, clkdlybuf4s50_1
Vias in the first global route -> 1445
R2r startpoint -> next_edge_clocks[0]$_DFFE_PP0P_
Hold Path Sink -> tx_shift[0]$_DFFE_PP0P_
Clk_skew -> 7.71 ps
Fmax -> 290 MHz
Post-place setup slack -> 3300 ps
Total leakage power -> 0.000854 uW
Status -> finished clean
Tightest Pin Transition -> 634 ps
CTS Buf Count -> 5
Worst setup SP type -> register
Hold crit path type -> register to register
Rows -> 26
R2R cell count -> 7
CP Class -> register to output pin
Count leader, synth -> dfrtp_1
R2R Path End -> next_edge_clocks[3]$_DFFE_PP0P_
Reg-to-reg slack, setup -> 3930 ps
P&R area growth vs syn -> 29.5%
WP data arrival -> 2150 ps
MaxCap Viol Count -> 0
Syn Std Cell Area -> 1690 um^2
Initial antenna violation count -> 0
Max IR drop VDD -> 0.233 mV
Fp util -> 0.320
DRC violations left -> 0
CP max stage delay -> 440 ps
Synth Instances -> 182
Drt wl/cell -> 13.9 um
Critical-path top delay cell -> clkdlybuf4s50_1
Count of input and output buffers -> 28
[routing by layer]
metal	global-route usage	vias up	share of wire
met3	0.0302	7	0.051
met4	0.0283	0	0.014
met5	0	-	0
met2	0.214	39	0.43
li1	-	749	-
met1	0.236	691	0.51
[state kept, by name, indices dropped and copies added, names as in the netlist]
| name | cells |
|---|---|
| tx_shift | 10 |
| next_edge_clocks | 16 |
| shift_count | 4 |
[cells in the final DEF (no fill, tap or decap), types with 2 or more instances in the layout]
cell type / n
a21oi_1: 10
a221o_1: 3
a311o_1: 2
a31oi_1: 3
buf_4: 3
bufinv_16: 2
clkbuf_8: 6
clkdlybuf4s50_1: 28
dfrtp_1: 30
ha_1: 3
inv_1: 8
mux2i_1: 8
nand2_1: 22
nand2b_1: 2
nand3_1: 4
nand4_1: 2
nor2_1: 12
nor3_1: 8
nor3b_1: 4
nor4_1: 5
nor4b_1: 2
o211ai_1: 2
o21ai_0: 7
o21ai_1: 12
o221a_1: 3
o22a_1: 2
or3b_1: 2
or4_4: 3
[worst max-delay path by stage]
stage                         startpoint      end  slack (ps)
global route  shift_count[0]$_DFFE_PP0P_  uart_tx        2920
CTS           shift_count[0]$_DFFE_PP0P_  uart_tx        3060
finish        shift_count[0]$_DFFE_PP0P_  uart_tx        3050
[worst min-delay path, cell delays in order, from the launching register on]
cell and delay (ps):
dfrtp_1 350, nand2_1 40, o21ai_0 60
[through the flow]
stage / util / area [um^2]
floorplan: - / 1690
detailed placement: 0.387 / 2040
global placement: 0.387 / 2040
global route: 0.415 / 2180
finish: 0.415 / 2180
CTS: 0.415 / 2180
[area by class of cell]
type | count | area, um^2
Clock inverter | 2 | 60.1
Fill cell | 530 | 3090
Inverter | 9 | 33.8
Multi-Input combinational cell | 136 | 867
Sequential cell | 30 | 751
Clock buffer | 6 | 82.6
Tap cell | 70 | 87.6
Timing Repair Buffer | 31 | 303
[power by group through the flow]
stage | Clock [uW] | Sequential (uW) | Combinational (uW)
final | 234 | 238 | 77.8
after global routing | 247 | 244 | 86.6
after CTS | 239 | 237 | 78.1
[kinds of logic after synthesis]
kind of cell               Yosys count  synth area share
AOI/OAI and AO/OA                   52             0.209
DFF                                 30             0.445
muxes                                8            0.0475
adders and majority gates            3            0.0223
and+or+nand+nor                     73             0.235
buffers and inverters               16            0.0408
Power figures rest on the tool's default switching activity, not on a simulated workload.
