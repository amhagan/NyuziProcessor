$ cat /design/flow/run.sh
#!/bin/bash
# OpenROAD 26Q1-2900-gdf79404cd8, Yosys 0.63+post, stock flow scripts
make -C /OpenROAD-flow-scripts/flow DESIGN_CONFIG=/design/flow/config.mk WORK_HOME=/design/flow/orfs finish
$ cat /design/flow/config.mk
export PLATFORM = sky130hd
export DESIGN_NAME = uart_receive
export DESIGN_NICKNAME = uart_receive
export VERILOG_FILES = /design/flow/design.v
export SDC_FILE = /design/flow/constraint.sdc
export NUM_CORES = 4
export LEC_CHECK = 1
export CORE_UTILIZATION = 30
$ cat /design/flow/constraint.sdc
current_design uart_receive

set clk_period 5.7
set clk_io_pct 0.2

create_clock -name clk0 -period $clk_period [get_ports {clk}]

set non_clock_inputs [all_inputs -no_clocks]
set_input_delay [expr $clk_period * $clk_io_pct] -clock clk0 $non_clock_inputs
set_output_delay [expr $clk_period * $clk_io_pct] -clock clk0 [all_outputs]
$ cat /design/flow/design.v
module synchronizer
    #(parameter WIDTH = 1,
    parameter RESET_STATE = 0)
    (input                      clk,
    input                       reset,
    output logic[WIDTH - 1:0]   data_o,
    input [WIDTH - 1:0]         data_i);
    logic[WIDTH - 1:0] sync0;
    logic[WIDTH - 1:0] sync1;
    always_ff @(posedge clk, posedge reset)
    begin
        if (reset)
        begin
            sync0 <= WIDTH'(RESET_STATE);
            sync1 <= WIDTH'(RESET_STATE);
            data_o <= WIDTH'(RESET_STATE);
        end
        else
        begin
            sync0 <= data_i;
            sync1 <= sync0;
            data_o <= sync1;
        end
    end
endmodule
module uart_receive
    #(parameter DIVISOR_WIDTH = 16)
    (input                        clk,
    input                         reset,
    input[DIVISOR_WIDTH - 1:0]    clocks_per_bit,
    input                         uart_rx,
    output[7:0]                   rx_char,
    output logic                  rx_char_valid,
    output logic                  rx_frame_error);
    typedef enum {
        STATE_WAIT_START,
        STATE_READ_CHARACTER,
        STATE_STOP_BITS
    } receive_state_t;
    receive_state_t state_ff;
    receive_state_t state_nxt;
    logic[DIVISOR_WIDTH - 1:0] sample_count_ff;
    logic[DIVISOR_WIDTH - 1:0] sample_count_nxt;
    logic[7:0] shift_register;
    logic[3:0] bit_count_ff;
    logic[3:0] bit_count_nxt;
    logic do_shift;
    logic rx_sync;
    assign rx_char = shift_register;
    assign rx_frame_error = !rx_sync;
    synchronizer #(.RESET_STATE(1)) rx_synchronizer(
        .clk(clk),
        .reset(reset),
        .data_i(uart_rx),
        .data_o(rx_sync));
    always_comb
    begin
        bit_count_nxt = bit_count_ff;
        state_nxt = state_ff;
        sample_count_nxt = sample_count_ff;
        rx_char_valid = 0;
        do_shift = 0;
        unique case (state_ff)
            STATE_WAIT_START:
            begin
                if (!rx_sync)
                begin
                    state_nxt = STATE_READ_CHARACTER;
                    sample_count_nxt = clocks_per_bit + {1'b0, clocks_per_bit[DIVISOR_WIDTH - 1:1]};
                end
            end
            STATE_READ_CHARACTER:
            begin
                if (sample_count_ff == 0)
                begin
                    sample_count_nxt = clocks_per_bit;
                    do_shift = 1;
                    if (bit_count_ff == 7)
                    begin
                        state_nxt = STATE_STOP_BITS;
                        bit_count_nxt = 0;
                    end
                    else
                        bit_count_nxt = bit_count_ff + 4'd1;
                end
                else
                    sample_count_nxt = sample_count_ff - DIVISOR_WIDTH'(1);
            end
            STATE_STOP_BITS:
            begin
                if (sample_count_ff == 0)
                begin
                    state_nxt = STATE_WAIT_START;
                    rx_char_valid = 1;
                end
                else
                    sample_count_nxt = sample_count_ff - DIVISOR_WIDTH'(1);
            end
        endcase
    end
    always_ff @(posedge clk, posedge reset)
    begin
        if (reset)
        begin
            state_ff <= STATE_WAIT_START;
            bit_count_ff <= '0;
            sample_count_ff <= '0;
            shift_register <= '0;
        end
        else
        begin
            state_ff <= state_nxt;
            sample_count_ff <= sample_count_nxt;
            bit_count_ff <= bit_count_nxt;
            if (do_shift)
                shift_register <= {rx_sync, shift_register[7:1]};
        end
    end
endmodule
==> results.py <==
# Metrics from the implementation run
metrics = {
    "outcome": {
        "status": "completed",
    },
    "setup_path": {
        "end_kind": "output port",
        "critPathArrivalTime_ps": 2670,
        "worst-path-buf-inv": 2,
        "slowest_stage": "or4b_1",
        "slowest_delay_ps": 620,
        "ff2ff_path_depth": 10,
        "r2r-start": "sample_count_ff[0]",
        "crit_type": "flop to output port",
        "crit_chain": "inv_1 > ha_1 > or4b_1 > nor4_2 > and2_1 > clkdlybuf4s50_1",
        "crit_fanout": 7,
        "cp_top_family": "simple AND/OR/NAND/NOR gates",
        "reg2reg_to": "sample_count_ff[13]",
        "crit_required_ps": 4560,
        "cp-start-kind": "flop",
        "r2r_slack_ps": 2520,
    },
    "grt": {
        "grt_pass1_vias": 2388,
        "grt_pass1_wl_mm": 11.48,
        "grt.overflow.total": 0,
        "grt_antenna_before_repair": 0,
        "grt_max_degree": 35,
        "grt_use_total": 0.1489,
    },
    "synthesis": {
        "synthDominantCellAreaShare": 0.2757,
        "synth_cells": 319,
        "top_cells_by_area": "dfrtp_1, ha_1, o21ai_0",
        "syn_area_per_cell_sq_um": 8.535,
        "synth_seq_share": 0.3143,
        "logic_family": "AND-OR/OR-AND gates",
        "synth_flops": 34,
        "ys_sh_simple": 0.2059,
        "synth_area_leader_cell": "dfrtp_1",
        "synthAoiAreaFrac": 0.2528,
        "synth_stat.cells": 319,
        "adder_share": 0.08548,
        "synthDistinctLibCells": 62,
        "xor_share": 0.03539,
        "synthFlopType": "dfrtp_1",
        "synthesis.area_sq_mm": 0.002723,
        "async_flop_share": 1.000,
        "mux_area_frac": 0.06664,
        "yosysWarnings": 2,
        "edf_count": 0,
        "yosys_area_sq_mm": 0.002723,
    },
    "clock_network": {
        "cts_buffer_depth": 2,
        "clkSlewWorstSetupHoldPaths_ps": 70,
        "clkLatencyLatePin_ps": 280,
        "cts_tree": "done",
        "cts.sink_count": 34,
        "cts-buffers-inserted": 5,
        "cts_resized": 0,
        "cts.htree.levels": 2,
        "root_buffer": "clkbuf_8",
        "post_cts_buffers": 0,
        "hold_buffers": 0,
    },
    "floorplanning": {
        "ioPinCount": 29,
        "core_area_sq_mm": 0.008763,
        "die_x_um": 97.27,
        "dieArea_sq_mm": 0.009460,
        "fp-row-count": 34,
        "initial_core_util": 0.3107,
        "chipHeight_um": 97.27,
    },
    "cells_and_area": {
        "design_area_sq_mm": 0.003247,
        "layout-drive-gt1-share": 0.1221,
        "combGateArea_sq_mm": 0.001765,
        "mostFrequentLayoutCell": "o21ai_0",
        "syn_to_final_growth_pct": 19.26,
        "n_fill_cell": 907,
        "seqCellArea_sq_um": 855.8,
        "mostFrequentLayoutCells": "o21ai_0, dfrtp_1, clkdlybuf4s50_1, nor2_1, a21oi_1",
        "stdcell_count": 452,
    },
    "pwr": {
        "peakVddDrop_mv": 0.1102,
        "power_density_mw_per_mm2": 228.5,
        "internal_power_mw": 0.5351,
        "power_frac_seq": 0.395,
        "total_power_mw": 0.7418,
        "p_comb_frac": 0.236,
        "swShare": 0.2786,
        "p_switching_mw": 0.2066,
        "p_leak_nw": 1.317,
        "pwr-share-clk": 0.369,
    },
    "flow_run": {
        "cap_violations": 0,
        "warning_count": 25,
    },
    "sta": {
        "tightestPinTransition_ps": 803.2,
        "skew_ps": 3.721,
        "setup_viol_count_final": 0,
        "timing.max_slew.rel_slack": 0.4645,
        "slew_viol_final": 0,
        "period_used_share": 0.6676,
        "hold_viol_final": 0,
        "max_freq_ghz": 0.2628,
        "setup_tns_ps": 0,
        "rsz0062_at_grt": "false",
        "fin_crit_ps": 3805,
    },
    "route": {
        "vias": 2495,
        "ant_nets": 0,
        "viasPerCell": 5.520,
        "wl_per_cell_um": 15.01,
        "totalWireLength_mm": 6.786,
        "dr.pass1.iters": 4,
        "antenna_cells": 0,
        "route.detailed.drc": 0,
        "dr.first_iter.drc_count": 162,
    },
    "worst_hold_path": {
        "hp-start": "rx_synchronizer.sync1",
        "holdCritPathClass": "flop to flop",
        "whs_path_depth": 0,
        "holdPathEnd": "rx_synchronizer.data_o",
    },
    "placement": {
        "gp_congestion": 0.8916,
        "portBuffers": 28,
        "placed_cells": 444,
        "hpwl_mm": 5.062,
        "post_dp_cell_area_sq_mm": 0.003104,
    },
}
## sequential cells by signal, summed over array words and instances (netlist names)
register,cells
sample_count_ff,16
shift_register,8
bit_count_ff,4
state_ff,3
rx_synchronizer.data_o,1
rx_synchronizer.sync0,1
rx_synchronizer.sync1,1
## per-stage QoR
| stage | setup slack [ps] | utilization | hold WS, ps |
|---|---|---|---|
| floorplan | 2462 | - | 345.2 |
| global placement | 1802 | 0.3542 | 345.9 |
| detailed placement | 1729 | 0.3542 | 347.5 |
| CTS | 1903 | 0.3705 | 354.7 |
| global route | 1764 | 0.3705 | 357.8 |
| finish | 1895 | 0.3705 | 356.0 |
## synth_stat cells, types with 6 or more instances
cell      instances
o21ai_0          37
dfrtp_1          30
a21oi_1          26
nor2_1           26
nand2_1          24
ha_1             17
mux2_2           13
inv_1            12
clkbuf_1         10
nand3_1           9
o211ai_1          7
xnor2_1           7
a211oi_1          6
a31oi_1           6
## area by class of cell
class / instances / area share
tap: 108 / 0.04162
timing repair buffer: 31 / 0.09326
inverter: 12 / 0.01387
sequential: 34 / 0.2636
clock buffer: 6 / 0.02543
clock inverter: 2 / 0.01850
multi-input combinational: 259 / 0.5437
## worst max-delay path by stage
| stage | start | end | slack, ps | cells past startpoint |
|---|---|---|---|---|
| CTS | sample_count_ff[0] | rx_char_valid | 1900 | 6 |
| global route | sample_count_ff[0] | rx_char_valid | 1760 | 6 |
| finish | sample_count_ff[0] | rx_char_valid | 1890 | 6 |
## power by group through the flow
stage	combinational (mW)	clock, mW	sequential, mW
final	0.175	0.274	0.293
after global routing	0.196	0.291	0.298
after CTS	0.175	0.282	0.292
## metal layers
metal  share of wire  wire length (um)  global-route usage  vias up
li1                -                 -                   -     1246
met1            0.50              3388              0.2333     1171
met2            0.43              2940              0.2237       70
met3           0.048               327             0.01611        8
met4           0.019               129             0.03620        0
met5               0                 0                   0        -
## kinds of logic after synthesis
kind of cell | count (synthesis)
AOI/OAI and AO/OA | 109
DFF | 34
and+or+nand+nor | 105
xor gates and xnor gates | 11
buffers and inverters | 26
adders and majority gates | 18
muxes | 16
No activity file was given, so power comes from the tool's default toggle rates.
